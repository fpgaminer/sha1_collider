File: config.mk
export PLATFORM = sky130hd
export DESIGN_NAME = bcd_counter
export DESIGN_NICKNAME = bcd_counter
export VERILOG_FILES = /design/flow/design.v
export SDC_FILE = /design/flow/constraint.sdc
export NUM_CORES = 4
export LEC_CHECK = 1
export CORE_UTILIZATION = 50
File: constraint.sdc
current_design bcd_counter

set clk_period 6.6
set clk_io_pct 0.2

create_clock -name clk0 -period $clk_period [get_ports {clk}]

set non_clock_inputs [all_inputs -no_clocks]
set_input_delay [expr $clk_period * $clk_io_pct] -clock clk0 $non_clock_inputs
set_output_delay [expr $clk_period * $clk_io_pct] -clock clk0 [all_outputs]
File: design.v
module bcd_counter # (
	parameter STEP = 1
) (
	input clk,
	input rst,
	input [59:0] rx_reset_value,
	output reg [59:0] tx_nonce
);
genvar i;
generate
	for (i = 0; i < 15; i=i+1) begin : C
		reg [3:0] a = 4'd0;
		wire [3:0] tx_s;
		wire tx_c;
		if (i == 0)
			bcd_add_digit adder (.rx_a (a), .rx_b (STEP), .rx_c (0), .tx_s (tx_s), .tx_c (tx_c));
		else
			bcd_add_digit adder (.rx_a (a), .rx_b (0), .rx_c (C[i-1].tx_c), .tx_s (tx_s), .tx_c (tx_c));
		always @ (posedge clk)
		begin
			a <= tx_s;
			tx_nonce[(i+1)*4-1:i*4] <= tx_s;
			if (rst)
				a <= rx_reset_value[(i+1)*4-1:i*4];
		end
	end
endgenerate
endmodule
module bcd_add_digit (
	input [3:0] rx_a,
	input [3:0] rx_b,
	input rx_c,
	output [3:0] tx_s,
	output tx_c
);
	wire [4:0] s = rx_a + rx_b + rx_c;
	wire [4:0] s_wrap = s + 5'd6;
	assign tx_s = (s > 5'd9) ? s_wrap[3:0] : s[3:0];
	assign tx_c = s > 5'd9;
endmodule
module bcd_add (
	input clk,
	input [59:0] rx_a,
	input [3:0] rx_b,
	output reg [59:0] tx_sum
);
genvar i;
generate
	for (i = 0; i < 15; i=i+1) begin : C
		wire [3:0] tx_s, b;
		wire c, tx_c;
		if (i == 0)
			assign {c, b} = {1'b0, rx_b};
		else
			assign {c, b} = {C[i-1].tx_c, 4'b0};
		bcd_add_digit adder (.rx_a (rx_a[(i+1)*4-1:i*4]), .rx_b (b), .rx_c (c), .tx_s (tx_s), .tx_c (tx_c));
		always @ (posedge clk)
			tx_sum[(i+1)*4-1:i*4] <= tx_s;
	end
endgenerate
endmodule
File: run.sh
#!/bin/bash
# OpenROAD 26Q1-2900-gdf79404cd8, Yosys 0.63+post, stock flow scripts
make -C /OpenROAD-flow-scripts/flow DESIGN_CONFIG=/design/flow/config.mk WORK_HOME=/design/flow/orfs finish
==> flow_metrics.tcl <==
# flow metrics
set metrics [dict create \
    async_flop_share 0 \
    first-error "[ERROR GRT-0116] Global routing finished with congestion. Check the congestion regions in the DRC Viewer." \
    lastStage "global routing (5_1_grt)" \
    cts_root_buf "clkbuf_16" \
    ys.flops 120 \
    placedInstanceArea_um2 9625 \
    worst_path_end_type "sequential cell input" \
    yosys_warnings 17 \
    top_cells_by_count "dfxtp_1, ha_1, mux2_2" \
    ios 122 \
    synth_area_um2 6196 \
    post-place-ws_ns -12.93 \
    repair-timing-grt-worst-ep "C[14].a[1]$_DFF_P_/D" \
    htreeDepth 4 \
    avgSynthCellArea_um2 9.850 \
    die_h_um 113.3 \
    synth.most_common_cell "dfxtp_1" \
    netlist_instances 629 \
    yosys.area.top_type "dfxtp_1" \
    die_w_um 113.3 \
    grt_max_degree 51 \
    routabilityCongestion 0.9081 \
    area_leaders "dfxtp_1, ha_1, mux2_2" \
    fp_util 0.5137 \
    cts_buffers 17 \
    clockBufferDepth 2 \
    synth-edff-count 0 \
    port_buffers 121 \
    netlist-cell-type-count 64 \
    num_rows 40 \
    cts_hold_buf 0 \
    cts_sinks 120 \
    yosysSeqAreaShare 0.3877 \
    ys_cells 629 \
    dp_hpwl_um 11120 \
    ys.flop_type "dfxtp_1" \
    yosysTopAreaCellShare 0.3877 \
    yosys_area_um2 6196 \
    status "stopped before the end" \
]
[metrics by stage]
step                      std cells  hold slack (ns)    util  total power [mW]
after CTS                      1139           0.5033  0.8904             8.493
after floorplan                 629           0.4273       -             4.630
after detailed placement       1072           0.4967  0.7980             6.781
after global placement         1072           0.4868  0.7980             6.618
[repair_timing]
item,4_1_cts
setup endpoints to repair,86
pin swaps,57
setup buffers,36
gates resized,62
[cell families after synthesis]
logic type                 share of synthesized area
adders and majority gates                     0.1191
AOI/OAI and AO/OA                             0.1765
and+or+nand+nor                               0.1165
DFF                                           0.3877
buffers and inverters                        0.04362
xor gates and xnor gates                     0.05654
muxes                                        0.09996
Power figures rest on the tool's default switching activity, not on a simulated workload.
