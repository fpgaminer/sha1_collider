<file path="/design/flow/design.v">
module sha1_collision_top (
	input CLK_100MHZ
);
	wire hash_clk;
	main_pll clk_blk (
		.CLK_IN1 (CLK_100MHZ),
		.CLK_OUT1 (hash_clk)
	);
	wire [511:0] expanded_message0, expanded_message1;
	wire [159:0] hash0, hash1;
	sha1 hasher0 ( .clk (hash_clk), .rx_data (expanded_message0), .tx_hash (hash0) );
	sha1 hasher1 ( .clk (hash_clk), .rx_data (expanded_message1), .tx_hash (hash1) );
	reg [59:0] golden_nonce = 0;
	reg golden_nonce_found = 1'b0;
	wire comm_new_work;
	wire [55:0] comm_fixed_data;
	wire [159:0] comm_target_hash;
	wire [59:0] comm_start_nonce;
	jtag_comm comm_blk (
		.rx_hash_clk (hash_clk),
		.rx_golden_nonce_found (golden_nonce_found),
		.rx_golden_nonce (golden_nonce),
		.tx_new_work (comm_new_work),
		.tx_fixed_data (comm_fixed_data),
		.tx_target_hash (comm_target_hash),
		.tx_start_nonce (comm_start_nonce)
	);
	wire [59:0] nonce;
	wire [59:0] nonce0, nonce1;
	bcd_counter # (.STEP(2)) counter_blk (
		.clk (hash_clk),
		.rst (golden_nonce_found | comm_new_work),
		.rx_reset_value (comm_start_nonce),
		.tx_nonce (nonce)
	);
	bcd_add counter_add0 ( .clk (hash_clk), .rx_a (nonce), .rx_b (4'd0), .tx_sum (nonce0) );
	bcd_add counter_add1 ( .clk (hash_clk), .rx_a (nonce), .rx_b (4'd1), .tx_sum (nonce1) );
	reg [14*4-1:0] fixed_data = 56'h35691903801083;
	reg [159:0] target_hash = 160'h754d1309a35eb188292dc628947a0e70ab7ccd2a;  
	expand_message msg0 ( .clk (hash_clk), .rx_fixed_data (fixed_data), .rx_nonce (nonce0), .tx_expanded_message (expanded_message0) );
	expand_message msg1 ( .clk (hash_clk), .rx_fixed_data (fixed_data), .rx_nonce (nonce1), .tx_expanded_message (expanded_message1) );
	always @ (posedge hash_clk)
	begin
		fixed_data <= comm_fixed_data;
		target_hash <= comm_target_hash;
		if (!golden_nonce_found)
			golden_nonce <= nonce;
		if (hash0 == target_hash || hash1 == target_hash)
			golden_nonce_found <= 1'b1;
		if (comm_new_work)
			golden_nonce_found <= 1'b0;
	end
endmodule
module expand_message (
	input clk,
	input [14*4-1:0] rx_fixed_data,
	input [59:0] rx_nonce,
	output reg [511:0] tx_expanded_message
);
	always @ (posedge clk)
	begin
		tx_expanded_message <= {32'd192, 32'h0, 224'h0, 32'h80000000, rx_fixed_data[(((2)+1)*(8)-1):((2)*(8))], rx_fixed_data[(((1)+1)*(8)-1):((1)*(8))], rx_fixed_data[(((0)+1)*(8)-1):((0)*(8))], 8'h00, rx_fixed_data[(((6)+1)*(8)-1):((6)*(8))], rx_fixed_data[(((5)+1)*(8)-1):((5)*(8))], rx_fixed_data[(((4)+1)*(8)-1):((4)*(8))], rx_fixed_data[(((3)+1)*(8)-1):((3)*(8))], {4'b0,rx_nonce[(((2)+1)*(4)-1):((2)*(4))]}, {4'b0,rx_nonce[(((1)+1)*(4)-1):((1)*(4))]}, {4'b0,rx_nonce[(((0)+1)*(4)-1):((0)*(4))]}, 8'h00, {4'b0,rx_nonce[(((6)+1)*(4)-1):((6)*(4))]}, {4'b0,rx_nonce[(((5)+1)*(4)-1):((5)*(4))]}, {4'b0,rx_nonce[(((4)+1)*(4)-1):((4)*(4))]}, {4'b0,rx_nonce[(((3)+1)*(4)-1):((3)*(4))]}, {4'b0,rx_nonce[(((10)+1)*(4)-1):((10)*(4))]}, {4'b0,rx_nonce[(((9)+1)*(4)-1):((9)*(4))]}, {4'b0,rx_nonce[(((8)+1)*(4)-1):((8)*(4))]}, {4'b0,rx_nonce[(((7)+1)*(4)-1):((7)*(4))]}, {4'b0,rx_nonce[(((14)+1)*(4)-1):((14)*(4))]}, {4'b0,rx_nonce[(((13)+1)*(4)-1):((13)*(4))]}, {4'b0,rx_nonce[(((12)+1)*(4)-1):((12)*(4))]}, {4'b0,rx_nonce[(((11)+1)*(4)-1):((11)*(4))]}};
	end
endmodule
</file>
<file path="/design/flow/run.sh">
#!/bin/bash
# OpenROAD 26Q1-2900-gdf79404cd8, Yosys 0.63+post, stock flow scripts
make -C /OpenROAD-flow-scripts/flow DESIGN_CONFIG=/design/flow/config.mk WORK_HOME=/design/flow/orfs finish
</file>
<file path="/design/flow/config.mk">
export PLATFORM = sky130hd
export DESIGN_NAME = expand_message
export DESIGN_NICKNAME = expand_message
export VERILOG_FILES = /design/flow/design.v
export SDC_FILE = /design/flow/constraint.sdc
export NUM_CORES = 4
export LEC_CHECK = 1
export CORE_AREA = 10 10 246 246
export DIE_AREA = 0 0 256 256
</file>
<file path="/design/flow/constraint.sdc">
current_design expand_message

set clk_period 1.0
set clk_io_pct 0.2

create_clock -name clk0 -period $clk_period [get_ports {clk}]

set non_clock_inputs [all_inputs -no_clocks]
set_input_delay [expr $clk_period * $clk_io_pct] -clock clk0 $non_clock_inputs
set_output_delay [expr $clk_period * $clk_io_pct] -clock clk0 [all_outputs]
</file>
==> impl_metrics.env <==
# physical design summary
export IMPL_status="finished, violations left"
export IMPL_violations="setup timing"
export IMPL_fillers=6323
export IMPL_core_util_floorplan_pct=9.62
export IMPL_final_core_util_pct=12.9
export IMPL_rsz0062_at_grt="yes"
export IMPL_numCtsBuffers=17
export IMPL_die_w_um=256
export IMPL_syn_cell_area_sq_mm=0.00530
export IMPL_ys_seq_share_pct=43.8
export IMPL_worstPathRequired_ns=0.80
export IMPL_grt_pass1_vias=3380
export IMPL_layout_setup_ws_ns=-0.0607
export IMPL_switching_share_pct=22.7
export IMPL_grt_use_total_pct=4.89
export IMPL_dr_pass1_iters=4
export IMPL_p_leak_nw=3.45
export IMPL_postRouteAntennaNets=0
export IMPL_coreArea_sq_mm=0.0551
export IMPL_setup_violations_final=116
export IMPL_crit_slowest_cell="dfxtp_2"
export IMPL_cts_tree="yes"
export IMPL_wl_per_cell_um=11.5
export IMPL_num_vias=2839
export IMPL_layout_top_cell="conb_1"
export IMPL_fmax_ghz=0.943
export IMPL_netlist_instances=514
export IMPL_clock_sinks=116
export IMPL_maxCapViolCount=0
export IMPL_holdPathEnd="tx_expanded_message[185]"
export IMPL_vias_per_cell=1.86
export IMPL_critPathKind="reg2out"
export IMPL_largest_register_ffs=116
export IMPL_io_buffer_count=232
export IMPL_p_seq_share_pct=44.0
export IMPL_startpoint_type="flip-flop"
export IMPL_htreeDepth=4
export IMPL_arrival_ns=0.86
export IMPL_p_clk_share_pct=48.8
export IMPL_yosys_area_sq_mm=0.00530
export IMPL_met1_usage_pct=5.29
export IMPL_layout_top_cells="conb_1, clkdlybuf4s50_1, buf_2"
export IMPL_hpwl_um=15800
export IMPL_crit_buf_inv=1
export IMPL_synth_warning_count=1
export IMPL_cp_max_fo=1
export IMPL_hold_viol=0
export IMPL_ios=629
export IMPL_netSwitchingPower_mw=2.55
export IMPL_hold_class="in2reg"
export IMPL_tool_warnings=27
export IMPL_drcViolationCount=0
export IMPL_cts_root_buf="clkbuf_16"
export IMPL_avgSynthCellArea_sq_um=10.3
export IMPL_max_stage_delay_ns=0.33
export IMPL_ys_cells=514
export IMPL_antenna_found_initial=7
export IMPL_powerDensity_mw_per_mm2=1580
export IMPL_hp_start="rx_fixed_data[17]"
export IMPL_clk_path_buf_depth=2
export IMPL_grt_max_degree=17
export IMPL_grt_pass1_wl_um=23700
export IMPL_largest_register="tx_expanded_message"
export IMPL_synth_largest_area_cell="buf_4"
export IMPL_ir_worst_vdd_mv=1.09
export IMPL_core_rowCount=86
export IMPL_busiest_layer="met2"
export IMPL_regArea_sq_mm=0.00235
export IMPL_hold_depth=1
export IMPL_routabilityCongestion=0.829
export IMPL_use_met2_pct=8.27
export IMPL_setup_worst_path_end_class="output pin"
export IMPL_fin_crit_ns=1.06
export IMPL_cp_top_family="flip-flops"
export IMPL_area_leaders="buf_4, dfxtp_1, conb_1"
export IMPL_postRouteWirelength_um=17600
export IMPL_reg_top3="tx_expanded_message x116"
export IMPL_layout_drive_gt1_share_pct=21.8
export IMPL_met3_usage_pct=2.88
export IMPL_dieArea_sq_mm=0.0655
export IMPL_timing_final_crit_share_pct=106
export IMPL_grt_overflow=0
export IMPL_dpl_cell_area_sq_mm=0.00707
export IMPL_syn_to_final_growth_pct=33.9
export IMPL_synthDistinctLibCells=3
export IMPL_tns_ns=-2.11
export IMPL_path_clk_slew_ns=0.06
export IMPL_postCtsSetupBuffers=0
export IMPL_maxSlewViolCount=0
export IMPL_synth_flops=116
export IMPL_drtIter0Drc=57
export IMPL_layout_area_comb_sq_mm=0.00149
export IMPL_yosysTopAreaCellShare_pct=56.1
export IMPL_cp_cell_sequence="buf_2"
export IMPL_p_int_mw=8.68
export IMPL_design_area_sq_mm=0.00710
export IMPL_p_comb_share_pct=7.2
export IMPL_die_height_um=256
[metal layers]
| layer | vias up | share of wire (%) |
|---|---|---|
| met5 | - | 0.040 |
| met4 | 2 | 1.4 |
| met3 | 18 | 13 |
| met2 | 329 | 49 |
| met1 | 1224 | 37 |
| li1 | 1266 | - |
[stage by stage]
stage          hold WS, ns  worst slack (ns)  instances  total power, mW
2_1_floorplan        0.228             0.538        908             6.06
3_3_place_gp         0.649           -0.0322       1492             6.12
3_5_place_dp         0.652           -0.0437       1492             6.12
4_1_cts              0.176            -0.112       1524             11.5
5_1_grt              0.178            -0.115       1524             11.9
6_report             0.214           -0.0607       1525             11.2
[logic make-up after synthesis]
group	synth area share (%)
flops	43.8
other cells	0.142
buf+inv	56.1
[power groups by stage]
stage	registers [mW]	logic (mW)	clock network, mW
after CTS	4.93	0.864	5.75
final	4.94	0.811	5.48
after global routing	4.96	0.953	5.99
[synthesized netlist by cell type]
library cell / number
buf_4: 396
dfxtp_1: 116
conb_1: 2
[how the worst max path moves through the flow]
stage                       startpoint                        to  slack, ns  cells after the start
CTS           tx_expanded_message[187]  tx_expanded_message[187]      -0.11                      1
global route  tx_expanded_message[187]  tx_expanded_message[187]      -0.12                      1
finish        tx_expanded_message[187]  tx_expanded_message[187]      -0.06                      1
[layout make-up]
type / instances / area share (%)
diodes: 1 / 0.0352
repair buffers: 232 / 25.1
clock inverters: 14 / 1.44
well taps: 748 / 13.2
flip-flops and latches: 116 / 33.1
multi-input cells: 396 / 20.9
clock buffers: 18 / 6.19
[timing repair]
action / CTS / global route
cloned: 0 / 0
hold buffers: 0 / 0
gates resized: 387 / 19
setup endpoints to repair: 116 / 116
No activity file was given, so power comes from the tool's default toggle rates.
